--- flow/design.v ---
module sar_adc (
    input  logic clk,                 
    input  logic rst,                 
    input  logic start_conversion,    
    input  logic comparator_in,       
    output logic [7:0] dac_value,     
    output logic valid,               
    output logic busy                 
);
typedef enum {
    IDLE,       
    SAMPLE,     
    COMPARE,    
    UPDATE,     
    DONE        
} state_t;
    state_t state, next_state;
    logic [7:0] result;         
    logic [3:0] bit_counter;    
    logic [7:0] test_value;     
    always_ff @(posedge clk) begin
        if (rst) begin
            state <= IDLE;
        end else begin
            state <= next_state;
        end
    end
    always_comb begin
        next_state = state;
        case (state)
            IDLE: begin
                if (start_conversion)
                    next_state = SAMPLE;
            end
            SAMPLE: begin
                next_state = COMPARE;
            end
            COMPARE: begin
                next_state = UPDATE;
            end
            UPDATE: begin
                if (bit_counter == 0)
                    next_state = DONE;
                else
                    next_state = COMPARE;
            end
            DONE: begin
                next_state = IDLE;
            end
            default: next_state = IDLE;
        endcase
    end
    always_ff @(posedge clk) begin
        if (rst) begin
            result <= '0;
            bit_counter <= 7;     
            test_value <= 8'h80;  
            valid <= 0;
            busy <= 0;
            dac_value <= '0;
        end else begin
            case (state)
                IDLE: begin
                    if (start_conversion) begin
                        result <= '0;
                        bit_counter <= 7;     
                        test_value <= 8'h80;  
                        valid <= 0;
                        busy <= 1;
                    end
                end
                SAMPLE: begin
                    dac_value <= test_value;
                end
                COMPARE: begin
                end
                UPDATE: begin
                    if (comparator_in) begin
                        result <= result | test_value;
                    end
                    test_value <= test_value >> 1;  
                    bit_counter <= bit_counter - 1;  
                  dac_value <= (test_value >> 1);  
                end
                DONE: begin
                    valid <= 1;
                    busy <= 0;
                    dac_value <= result;
                end
                default: begin
                    result <= '0;
                    valid <= 0;
                end
            endcase
        end
    end
endmodule
--- flow/run.sh ---
#!/bin/bash
# OpenROAD 26Q1-2900-gdf79404cd8, Yosys 0.63+post, stock flow scripts
make -C /OpenROAD-flow-scripts/flow DESIGN_CONFIG=/design/flow/config.mk WORK_HOME=/design/flow/orfs finish
--- flow/config.mk ---
export PLATFORM = sky130hd
export DESIGN_NAME = sar_adc
export DESIGN_NICKNAME = sar_adc
export VERILOG_FILES = /design/flow/design.v
export SDC_FILE = /design/flow/constraint.sdc
export NUM_CORES = 4
export LEC_CHECK = 1
export CORE_UTILIZATION = 30
--- flow/constraint.sdc ---
current_design sar_adc

set clk_period 2.9
set clk_io_pct 0.2

create_clock -name clk0 -period $clk_period [get_ports {clk}]

set non_clock_inputs [all_inputs -no_clocks]
set_input_delay [expr $clk_period * $clk_io_pct] -clock clk0 $non_clock_inputs
set_output_delay [expr $clk_period * $clk_io_pct] -clock clk0 [all_outputs]
==> flow_summary_export.csv <==
group,metric,value,unit
floorplanning,io_pins,14,
power,power.sequential.fraction,0.522,
worst_setup_path,kind_of_start_point_of_the_critical_path,"input pin",
clock_network,cts_resized,0,
worst_setup_path,critical_path.endpoint_type,"flop",
yosys,yosysWarningCount,1,
yosys,ys_cells,164,
yosys,synth.cellmix.simpleShare,0.202,
power,power.leakage,0.598,nW
layout,synthToLayoutAreaGrowth,17.8,%
drt,drc,0,
floorplanning,initCoreUtil,0.313,
drt,detail_route.first_pass.iterations,4,
final_timing,finalCriticalPeriod,1.83,ns
drt,route.detailed.wl_per_inst,12.5,µm
min_path,holdCritPathClass,"flop to flop",
power,peakVddDrop,0.144,mV
worst_setup_path,critPathArrivalTime,2.01,ns
floorplanning,dieArea,0.00521,mm²
drt,met3WireLength,119,µm
final_timing,max_fclk,547,MHz
layout,mostFrequentLayoutCell,"dfxtp_1",
power,comb_power_share,0.082,
global_route,number_of_antenna_violations_at_the_first_check_in_global_routing,0,
yosys,fa_ha_area_frac,0.00847,
drt,top_layer_used,"met4",
yosys,synthTopCellsByArea,"dfxtp_1 47%, nor2_1 7.4%, a32oi_1 4.7%",
floorplanning,fp.coreArea,0.00472,mm²
yosys,yosys.cell_types.count,34,
final_timing,fin_setup_tns,0,ns
layout,drive_gt1_frac,0.0914,
yosys,xor_area_frac,0,
yosys,netlist.area_leader.share,0.475,
flow_run,max_cap_viols,0,
outcome,outcome,"finished, final reports clean",
clock_network,ctsHoldBuffers,0,
clock_network,tritoncts,"built",
clock_network,clock_network_latency_to_the_later_pin_of_the_worst_skew_pair,0.29,ns
clock_network,clkSlewWorstSetupHoldPaths,0.07,ns
global_route,grt_pass1_wl,5.27,mm
clock_network,postCtsSetupRepairBufs,0,
worst_setup_path,required,3.08,ns
yosys,synth.cell_area,0.00148,mm²
drt,avgViaCountPerCell,5.01,
global_route,grt_start_max_net_pins,23,
yosys,synth_mux_share,0.00678,
yosys,synth.yosys.seq_area_share,0.475,
place,placement.io_buffers,13,
clock_network,cts-buffers-inserted,5,
yosys,synthAoiAreaFrac,0.248,
drt,wl_met2,1.29,mm
floorplanning,num_rows,25,
layout,final_cells,242,
power,p_sw,0.000221,W
final_timing,final_number_of_max_transition_violations,0,
global_route,first_global_vias,1103,
clock_network,clock-root-buffer,"clkbuf_8",
floorplanning,die_w,72.2,µm
yosys,synth_area_per_cell,9.00,µm²
place,placed_cells_incl_taps,234,
drt,antennaDiodeCount,0,
yosys,yosysTopAreaCell,"dfxtp_1",
drt,drt_first_iter_violations,111,
yosys,synth_cells,164,
global_route,grt_overflow,0,
final_timing,timing_worst_slew_pin_value,0.748,ns
drt,routed-via-count,1213,
drt,met1_length,1.56,mm
layout,most-common-layout-cells,"35 x dfxtp_1, 29 x nor2_1, 13 x clkdlybuf4s50_1, 10 x nor2b_1, 9 x o21ai_0",
flow_run,stage_log_warnings,25,
power,internal-power,0.000750,W
yosys,numSynthFlops,35,
clock_network,clock-sinks,35,
final_timing,timing_hold_violations_final,0,
final_timing,period_used_share,0.630,
worst_setup_path,timing_worst_setup_path_type,"input pin to flop",
drt,drt_wl_total,3.02,mm
floorplanning,die_height,72.2,µm
clock_network,clk_path_buf_depth,2,
power,p_clk_frac,0.397,
final_timing,grt_setup_unrepaired,"no",
power,cell_pwr_density,559,mW/mm²
yosys,yosys.stat.chipArea,0.00148,mm²
final_timing,skew,0.00459,ns
global_route,gr-usage-all-layers,0.130,
final_timing,relSlewSlack,0.500,
drt,postRouteAntennaNets,0,
place,routabilityCongestion,0.789,
clock_network,htree_num_levels,2,
power,swShare,0.228,
yosys,ys_top_logic_family,"AND-OR/OR-AND gates",
final_timing,timing.final.setup_violations,0,
place,post-dp-hpwl,1.96,mm
worst_setup_path,crit_path_max_fanout,22,
logic make-up after synthesis:
group                      count (synthesis)
AOI/OAI and AO/OA                         50
DFF                                       35
buffers and inverters                     17
adders and majority gates                  1
and+or+nand+nor                           60
muxes                                      1
sequential cells by signal, indices dropped and copies added (netlist names):
name	count
busy	1
valid	1
result	8
bit_counter	4
dac_value	8
state	5
test_value	8
per-stage QoR:
| step | setup slack, ns | util | cell area, µm² | hold WS [ns] | total power [W] |
|---|---|---|---|---|---|
| after floorplan | 1.60 | - | 1480 | 0.428 | 0.000564 |
| after global placement | 0.801 | 0.347 | 1640 | 0.456 | 0.000597 |
| after detailed placement | 0.782 | 0.347 | 1640 | 0.456 | 0.000597 |
| after CTS | 1.09 | 0.368 | 1740 | 0.469 | 0.000979 |
| after global routing | 1.03 | 0.368 | 1740 | 0.494 | 0.00103 |
| final | 1.07 | 0.368 | 1740 | 0.469 | 0.000972 |
synth_stat cells:
cell type and number:
nand4b_1 2, nor2_2 2, a31o_2 1, buf_6 1, a21oi_1 4, nor3_1 1, nand2_1 5, or2_2 1
nand3b_1 1, nand2b_2 1, a32oi_1 8, a21o_1 1, inv_1 4, or3b_2 1, a41oi_1 8, mux2i_1 1
nand2b_1 2, a211oi_1 8, buf_2 5, o41ai_1 1, or3_1 2, nor2b_1 10, ha_1 1, dfxtp_1 35
nand3_1 2, buf_4 3, nor2_1 29, a2bb2oi_1 1, a31oi_1 1, a22oi_1 7, a211o_1 1, o21ai_0 9
clkbuf_1 4, and2_1 1
per-layer routing:
metal  vias to the layer above  track usage
met5                         -            0
met4                         0       0.0305
met2                        19        0.196
li1                        617            -
met1                       572        0.186
met3                         5       0.0423
layout make-up:
type                    count  area, µm²
fillers                   480       2980
flip-flops and latches     35        701
multi-input cells         112        687
well taps                  67       83.8
repair buffers             16        153
clock buffers               8        100
inverters                   4       15.0
power groups by stage:
| stage | Combinational [W] | Clock (W) | Sequential [W] |
|---|---|---|---|
| finish | 0.0000794 | 0.000385 | 0.000507 |
| global route | 0.0000902 | 0.000427 | 0.000509 |
| CTS | 0.0000798 | 0.000393 | 0.000507 |
path summary, 6_finish.rpt:
path	from	endpoint	slack (ns)	depth (start not counted)
setup reg to reg	state[4]	result[7]	1.20	4
setup / recovery	start_conversion	bit_counter[1]	1.07	4
hold / removal	valid	valid	0.47	2
hold reg to reg	valid	valid	0.47	2
critical path: stages:
cell             delay, ns
clkdlybuf4s50_1       0.53
nand2b_2              0.43
a32oi_1               0.16
or2_2                 0.30
No activity file was given, so power comes from the tool's default toggle rates.
